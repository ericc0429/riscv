==> design.v <==
interface rvfi_itf(input clk, input rst);
    logic halt;
    logic commit;
    logic [63:0] order;
    logic [31:0] inst;
    logic trap;
    logic [4:0] rs1_addr;
    logic [4:0] rs2_addr;
    logic [31:0] rs1_rdata;
    logic [31:0] rs2_rdata;
    logic load_regfile;
    logic [4:0] rd_addr;
    logic [31:0] rd_wdata;
    logic [31:0] pc_rdata;
    logic [31:0] pc_wdata;
    logic [31:0] mem_addr;
    logic [3:0] mem_rmask;
    logic [3:0] mem_wmask;
    logic [31:0] mem_rdata;
    logic [31:0] mem_wdata;
    logic [15:0] errcode;
endinterface
package pcmux;
typedef enum bit [1:0] {
    pc_plus4  = 2'b00
    ,alu_out  = 2'b01
    ,alu_mod2 = 2'b10
} pcmux_sel_t;
endpackage
package marmux;
typedef enum bit {
    pc_out = 1'b0
    ,alu_out = 1'b1
} marmux_sel_t;
endpackage
package cmpmux;
typedef enum bit {
    rs2_out = 1'b0
    ,i_imm = 1'b1
} cmpmux_sel_t;
endpackage
package alumux;
typedef enum bit {
    rs1_out = 1'b0
    ,pc_out = 1'b1
} alumux1_sel_t;
typedef enum bit [2:0] {
    i_imm    = 3'b000
    ,u_imm   = 3'b001
    ,b_imm   = 3'b010
    ,s_imm   = 3'b011
    ,j_imm   = 3'b100
    ,rs2_out = 3'b101
    ,b_imm_sl2 = 3'b110
} alumux2_sel_t;
endpackage
package regfilemux;
typedef enum bit [3:0] {
    alu_out   = 4'b0000
    ,br_en    = 4'b0001
    ,u_imm    = 4'b0010
    ,lw       = 4'b0011
    ,pc_plus4 = 4'b0100
    ,lb        = 4'b0101
    ,lbu       = 4'b0110   
    ,lh        = 4'b0111
    ,lhu       = 4'b1000   
} regfilemux_sel_t;
endpackage
module regfile
(
    input clk,
    input rst,
    input load,
    input [31:0] in,
    input use_rd,
    input [4:0] src_a, src_b, dest,
    output logic [31:0] reg_a, reg_b
);
logic [31:0] data [32];
always_ff @(posedge clk)
begin
    if (rst)
    begin
        for (int i=0; i<32; i=i+1) begin
            data[i] <= '0;
        end
    end
    else if (load && dest)
    begin
        data[dest] <= in;
    end
end
always_comb
begin
    if (dest != 0 && dest == src_a && use_rd) reg_a = in;
    else reg_a = src_a ? data[src_a] : 0;
    if(dest != 0 && dest == src_b && use_rd) reg_b = in;
    else reg_b = src_b ? data[src_b] : 0;
end
endmodule : regfile
==> run.sh <==
#!/bin/bash
# OpenROAD 26Q1-2900-gdf79404cd8, Yosys 0.63+post, stock flow scripts
make -C /OpenROAD-flow-scripts/flow DESIGN_CONFIG=/design/flow/config.mk WORK_HOME=/design/flow/orfs finish
==> config.mk <==
export PLATFORM = sky130hd
export DESIGN_NAME = regfile
export DESIGN_NICKNAME = regfile
export VERILOG_FILES = /design/flow/design.v
export SDC_FILE = /design/flow/constraint.sdc
export NUM_CORES = 4
export LEC_CHECK = 1
export CORE_UTILIZATION = 50
==> constraint.sdc <==
current_design regfile

set clk_period 25.0
set clk_io_pct 0.2

create_clock -name clk0 -period $clk_period [get_ports {clk}]

set non_clock_inputs [all_inputs -no_clocks]
set_input_delay [expr $clk_period * $clk_io_pct] -clock clk0 $non_clock_inputs
set_output_delay [expr $clk_period * $clk_io_pct] -clock clk0 [all_outputs]
==> results.yml <==
# implementation run metrics
synthesis:
  synthArstFlopShare: 0
  flop_cell: "edfxtp_1"
  yosys_area_um2: 55200
  synth_cell_types: 41
  yosysWarningCount: 1
  syn-instance-count: 3947
  syn_avg_cell_area_um2: 14.0
  ys_seq_elements: 1024
  edf_count: 1024
  synth_seq_share: 0.557
  netlist_area_um2: 55200
  yosysCellCount: 3947
placed_design:
  globalplace.congestion: 0.957
  hpwl_mm: 118
  dp_slack_ps: 10410
  port_buffers: 114
  dpl_cell_area_um2: 58000
layout:
  area_growth_pct: 11.3
  max_flop_register: "data"
  largest_reg_flops: 1024
  fill_cells: 8254
  logic_area_um2: 23000
  design_area_um2: 61500
  regArea_um2: 30700
  largestRegisters: "data: 1024 flops"
  final_layout_size_suffix_gt1_frac: 0.191
cts:
  clk_path_buf_depth: 3
  ctsHoldBuffers: 0
  tritoncts: "done"
  htree_levels: 3
  clk_pin_slew_worst_paths_ps: 60
  cts_buffers: 110
  cts_sinks: 1024
  post_cts_buffers: 0
  cts_resized: 0
  root_buffer: "clkbuf_16"
critical_path:
  crit_required_ps: 20000
  end_kind: "output pin"
  crit_fanout: 54
  cp_data_arrival_time_ps: 9580
  critical_path_class: "primary input to output pin"
  critPathLaunchType: "primary input"
global_routing:
  grt_antenna_before_repair: 15
  met2_usage: 0.548
  grt_use_met3: 0.367
  use_met1: 0.479
  grt_pass1_wl_mm: 292
  grt_overflow_total: 0
  top_usage_layer: "met2"
  grt_pass1_vias: 39600
  grt.total_usage: 0.418
  grt_max_degree: 88
power_and_ir_drop:
  leakagePower_nw: 21.9
  peakVddDrop_uv: 52.6
  p_per_area_nw_per_um2: 67.7
final_timing:
  tns_ps: 0
  setup_violations: 0
  hold_violations: 0
  fin_ws_ps: 10420
  tightestPinTransition_ps: 1020
  fin_crit_ps: 14580
  slew_viol_final: 0
  fmax_mhz: 68.6
  whs_ps: 4970
  max_slew_margin: 0.317
  rsz0062_at_grt: "no"
  period_used_share: 0.583
floorplanning:
  placementRows: 121
  die-width_um: 334
  chip_area_um2: 112000
  fp-utilization: 0.506
  core_area_um2: 109000
  io_pins: 115
  die_h_um: 334
worst_hold_path:
  hold_class: "primary input to register"
detailed_routing:
  drc: 0
  wire_per_inst_um: 37.9
  firstDrtPassIters: 7
  post_drt_via_cell_ratio: 6.68
  drt_wl_total_mm: 209
  ant_nets: 0
  drtIter0Drc: 2520
  vias: 36900
run_status:
  status: "complete, no violations"
run:
  cap_violations: 0
  tool_warnings: 26
-- metal layers --
layer | part of all wire | wire, µm
met2 | 0.42 | 89000
met3 | 0.21 | 43700
met4 | 0.063 | 13100
met5 | 0.0034 | 707
met1 | 0.30 | 62900
-- Yosys cell counts, types with 3 or more instances --
library cell | n | share of area
a211oi_1 | 43 | 0.0058
a21oi_1 | 60 | 0.0054
a221o_1 | 16 | 0.0029
a22o_1 | 31 | 0.0049
a22oi_1 | 129 | 0.018
a32o_1 | 33 | 0.0060
a41oi_1 | 11 | 0.0017
and2_1 | 996 | 0.11
buf_1 | 14 | 0.00095
buf_2 | 91 | 0.0082
buf_4 | 4 | 0.00054
buf_6 | 9 | 0.0018
clkbuf_1 | 305 | 0.021
edfxtp_1 | 1024 | 0.56
mux2_2 | 42 | 0.0086
mux2i_1 | 418 | 0.076
mux4_2 | 318 | 0.13
nand2_1 | 132 | 0.0090
nand2b_1 | 3 | 0.00034
nand3_1 | 25 | 0.0023
nand3b_1 | 5 | 0.00068
nand4_1 | 9 | 0.0010
nor2_1 | 39 | 0.0027
nor2b_1 | 6 | 0.00068
nor3_1 | 21 | 0.0019
o211ai_1 | 9 | 0.0012
o21ai_0 | 12 | 0.0011
o221ai_1 | 32 | 0.0051
o22ai_1 | 53 | 0.0060
or2_2 | 33 | 0.0037
or3b_2 | 3 | 0.00048
xnor2_1 | 7 | 0.0011
xor2_1 | 3 | 0.00048
-- path summary, 6_finish.rpt --
kind / end / slack, ps / cells past startpoint / from
worst max-delay path: reg_b[11] / 10420 / 11 / src_b[1]
worst min-delay path: data[0][10] / 4970 / 2 / rst
-- power by group --
group | total [mW] | switching (mW) | leakage (nW) | internal (mW)
registers | 2.03 | 0.0476 | 9.75 | 1.98
clock network | 1.59 | 0.680 | 1.70 | 0.910
logic | 0.541 | 0.322 | 10.5 | 0.219
-- logic make-up (layout without fill, tap and decap cells) --
kind of cell / count (synthesis) / count (layout) / share of synthesized area
simple gates: 1276 / 1276 / 0.136
xor+xnor: 10 / 10 / 0.00159
mux: 780 / 780 / 0.215
flops: 1024 / 1024 / 0.557
other cells: 1 / 38 / 0.0000679
buf+inv: 424 / 481 / 0.0324
compound gates: 432 / 432 / 0.0582
-- layout by cell type (no fill, tap or decap), types with 5 or more instances in the layout --
cell type	Yosys	routed
mux4_2	318	318
a41oi_1	11	11
nor3_1	21	21
mux2_2	42	42
nand3b_1	5	5
a221o_1	16	16
o22ai_1	53	52
clkdlybuf4s50_1	0	103
a21oi_1	60	60
nand2_1	132	132
a22o_1	31	31
and2_1	996	993
or2_2	33	33
a22oi_1	129	129
a211oi_1	43	43
diode_2	0	6
nand4_1	9	9
clkbuf_1	305	20
clkinv_1	0	31
clkbuf_16	0	113
edfxtp_1	1024	1024
clkinv_2	0	22
nor2b_4	0	5
bufinv_16	0	9
o221ai_1	32	32
a32o_1	33	33
xnor2_1	7	7
nor2_4	0	8
buf_4	4	168
conb_1	1	32
o211ai_1	9	9
nand3_1	25	25
o21ai_0	12	12
mux2i_1	418	418
nor2_2	0	27
-- per-stage QoR --
| step | utilization | std cells | total power, mW |
|---|---|---|---|
| floorplan | - | 3978 | 2.35 |
| global placement | 0.532 | 5311 | 2.58 |
| detailed placement | 0.532 | 5311 | 2.59 |
| CTS | 0.563 | 5511 | 4.16 |
| global route | 0.563 | 5513 | 4.27 |
| finish | 0.563 | 5517 | 4.16 |
-- area by class of cell --
type                            count  area share
Clock buffer                      133      0.0472
Sequential cell                  1024       0.500
Timing Repair Buffer              281      0.0392
Multi-Input combinational cell   2530       0.374
Antenna cell                        6    0.000244
Clock inverter                     67     0.00877
Tap cell                         1476      0.0300
-- critical path, cell delays in order --
cell	delay, ps
buf_8	360
buf_4	600
buf_4	570
buf_4	640
buf_4	660
mux4_2	420
mux2_2	280
nand2_1	90
nand3_1	120
a22o_1	270
clkdlybuf4s50_1	430
Power is estimated from default activity; no workload was simulated.
