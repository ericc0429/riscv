--- ./constraint.sdc ---
current_design cache

set clk_period 76.4
set clk_io_pct 0.2

create_clock -name clk0 -period $clk_period [get_ports {clk}]

set non_clock_inputs [all_inputs -no_clocks]
set_input_delay [expr $clk_period * $clk_io_pct] -clock clk0 $non_clock_inputs
set_output_delay [expr $clk_period * $clk_io_pct] -clock clk0 [all_outputs]
--- ./config.mk ---
export PLATFORM = sky130hd
export DESIGN_NAME = cache
export DESIGN_NICKNAME = cache
export VERILOG_FILES = /design/flow/design.v
export SDC_FILE = /design/flow/constraint.sdc
export NUM_CORES = 4
export LEC_CHECK = 1
export CORE_UTILIZATION = 50
--- ./design.v ---
interface rvfi_itf(input clk, input rst);
    logic halt;
    logic commit;
    logic [63:0] order;
    logic [31:0] inst;
    logic trap;
    logic [4:0] rs1_addr;
    logic [4:0] rs2_addr;
    logic [31:0] rs1_rdata;
    logic [31:0] rs2_rdata;
    logic load_regfile;
    logic [4:0] rd_addr;
    logic [31:0] rd_wdata;
    logic [31:0] pc_rdata;
    logic [31:0] pc_wdata;
    logic [31:0] mem_addr;
    logic [3:0] mem_rmask;
    logic [3:0] mem_wmask;
    logic [31:0] mem_rdata;
    logic [31:0] mem_wdata;
    logic [15:0] errcode;
endinterface
package pcmux;
typedef enum bit [1:0] {
    pc_plus4  = 2'b00
    ,alu_out  = 2'b01
    ,alu_mod2 = 2'b10
} pcmux_sel_t;
endpackage
package marmux;
typedef enum bit {
    pc_out = 1'b0
    ,alu_out = 1'b1
} marmux_sel_t;
endpackage
package cmpmux;
typedef enum bit {
    rs2_out = 1'b0
    ,i_imm = 1'b1
} cmpmux_sel_t;
endpackage
package alumux;
typedef enum bit {
    rs1_out = 1'b0
    ,pc_out = 1'b1
} alumux1_sel_t;
typedef enum bit [2:0] {
    i_imm    = 3'b000
    ,u_imm   = 3'b001
    ,b_imm   = 3'b010
    ,s_imm   = 3'b011
    ,j_imm   = 3'b100
    ,rs2_out = 3'b101
    ,b_imm_sl2 = 3'b110
} alumux2_sel_t;
endpackage
package regfilemux;
typedef enum bit [3:0] {
    alu_out   = 4'b0000
    ,br_en    = 4'b0001
    ,u_imm    = 4'b0010
    ,lw       = 4'b0011
    ,pc_plus4 = 4'b0100
    ,lb        = 4'b0101
    ,lbu       = 4'b0110   
    ,lh        = 4'b0111
    ,lhu       = 4'b1000   
} regfilemux_sel_t;
endpackage
module array #(parameter width = 1)
(
  input clk,
  input rst,
  input logic load,
  input logic [2:0] rindex,
  input logic [2:0] windex,
  input logic [width-1:0] datain,
  output logic [width-1:0] dataout
);
logic [width-1:0] data [8];
always_comb begin
  dataout = (load  & (rindex == windex)) ? datain : data[rindex];
end
always_ff @(posedge clk)
begin
    if (rst) begin
      for (int i = 0; i < 8; ++i) data[i] <= '0;
    end
    else if(load) begin
        data[windex] <= datain;
    end
end
endmodule : array
module cache (
  input clk,
  input rst,
  input logic pmem_resp,
  input logic [255:0] pmem_rdata,
  output logic [31:0] pmem_address,
  output logic [255:0] pmem_wdata,
  output logic pmem_read,
  output logic pmem_write,
  input logic mem_read,
  input logic mem_write,
  input logic [3:0] mem_byte_enable_cpu,
  input logic [31:0] mem_address,
  input logic [31:0] mem_wdata_cpu,
  output logic mem_resp,
  output logic [31:0] mem_rdata_cpu
);
logic tag_load;
logic valid_load;
logic dirty_load;
logic dirty_in;
logic dirty_out;
logic hit;
logic [1:0] writing;
logic [255:0] mem_wdata;
logic [255:0] mem_rdata;
logic [31:0] mem_byte_enable;
cache_control control(.*);
cache_datapath datapath(.*);
line_adapter bus (
    .mem_wdata_line(mem_wdata),
    .mem_rdata_line(mem_rdata),
    .mem_wdata(mem_wdata_cpu),
    .mem_rdata(mem_rdata_cpu),
    .mem_byte_enable(mem_byte_enable_cpu),
    .mem_byte_enable_line(mem_byte_enable),
    .address(mem_address)
);
endmodule : cache
module cache_control (
  input clk,
  input rst,
  input  logic mem_read,
	input  logic mem_write,
	output logic mem_resp,
  input  logic pmem_resp,
	output logic pmem_read,
	output logic pmem_write,
  output logic tag_load,
  output logic valid_load,
  output logic dirty_load,
  output logic dirty_in,
  input logic dirty_out,
  input logic hit,
  output logic [1:0] writing
);
enum int unsigned
{
  check_hit,
	read_mem
} state, next_state;
always_comb begin : state_actions
  tag_load = 1'b0;
  valid_load = 1'b0;
  dirty_load = 1'b0;
  dirty_in = 1'b0;
  writing = 2'b11;
	mem_resp = 1'b0;
	pmem_write = 1'b0;
	pmem_read = 1'b0;
	case(state)
    check_hit: begin
      if (mem_read || mem_write) begin
        if (hit) begin
          mem_resp = 1'b1;
          if (mem_write) begin
            dirty_load = 1'b1;
            dirty_in = 1'b1;
            writing = 2'b01;
          end
        end else begin
          if (dirty_out)
            pmem_write = 1'b1;
        end
      end
    end
    read_mem: begin
      pmem_read = 1'b1;
      writing = 2'b00;
      if (pmem_resp) begin
        tag_load = 1'b1;
        valid_load = 1'b1;
      end
        dirty_load = 1'b1;
        dirty_in = 1'b0;
    end
	endcase
end
always_comb begin : next_state_logic
	next_state = state;
	case(state)
    check_hit: begin
      if ((mem_read || mem_write) && !hit) begin
        if (dirty_out) begin
          if (pmem_resp)
            next_state = read_mem;
        end else begin
          next_state = read_mem;
		  end
      end
    end
    read_mem: begin
      if (pmem_resp)
        next_state = check_hit;
    end
	endcase
end
always_ff @(posedge clk) begin: next_state_assignment
  if (rst) state <= check_hit;
  else state <= next_state;
end
endmodule : cache_control
module cache_datapath (
  input clk,
  input rst,
  input logic  [31:0]  mem_byte_enable,
  input logic  [31:0]  mem_address,
  input logic  [255:0] mem_wdata,
  output logic [255:0] mem_rdata,
  input  logic [255:0] pmem_rdata,
  output logic [255:0] pmem_wdata,
  output logic [31:0]  pmem_address,
  input logic tag_load,
  input logic valid_load,
  input logic dirty_load,
  input logic dirty_in,
  output logic dirty_out,
  output logic hit,
  input logic [1:0] writing
);
logic [255:0] line_in, line_out;
logic [23:0] address_tag, tag_out;
logic [2:0]  index;
logic [31:0] mask;
logic valid_out;
always_comb begin
  address_tag = mem_address[31:8];
  index = mem_address[7:5];
  hit = valid_out && (tag_out == address_tag);
  pmem_address = (dirty_out) ? {tag_out, mem_address[7:0]} : mem_address;
  mem_rdata = line_out;
  pmem_wdata = line_out;
  case(writing)
    2'b00: begin  
      mask = 32'hFFFFFFFF;
      line_in = pmem_rdata;
    end
    2'b01: begin  
      mask = mem_byte_enable;
      line_in = mem_wdata;
    end
    default: begin  
      mask = 32'b0;
      line_in = mem_wdata;
    end
	endcase
end
data_array DM_cache (clk, rst, mask, index, index, line_in, line_out);
array #(24) tag (clk, rst, tag_load, index, index, address_tag, tag_out);
array #(1) valid (clk, rst, valid_load, index, index, 1'b1, valid_out);
array #(1) dirty (clk, rst, dirty_load, index, index, dirty_in, dirty_out);
endmodule : cache_datapath
module data_array (
  input clk,
  input rst,
  input logic [31:0] write_en,
  input logic [2:0] rindex,
  input logic [2:0] windex,
  input logic [255:0] datain,
  output logic [255:0] dataout
);
logic [255:0] data [8];
always_comb begin
  for (int i = 0; i < 32; i++) begin
      dataout[8*i +: 8] = (write_en[i] & (rindex == windex)) ? datain[8*i +: 8] : data[rindex][8*i +: 8];
  end
end
always_ff @(posedge clk) begin
    if (rst) for (int i = 0; i < 8; ++i) begin
      data[i] <= '0;
    end
    else begin
    for (int i = 0; i < 32; i++) begin
		  data[windex][8*i +: 8] <= write_en[i] ? datain[8*i +: 8] : data[windex][8*i +: 8];
    end
    end
end
endmodule : data_array
module line_adapter (
  output logic [255:0] mem_wdata_line,
  input logic [255:0] mem_rdata_line,
  input logic [31:0] mem_wdata,
  output logic [31:0] mem_rdata,
  input logic [3:0] mem_byte_enable,
  output logic [31:0] mem_byte_enable_line,
  input logic [31:0] address
);
assign mem_wdata_line = {8{mem_wdata}};
assign mem_rdata = mem_rdata_line[(32*address[4:2]) +: 32];
assign mem_byte_enable_line = {28'h0, mem_byte_enable} << (address[4:2]*4);
endmodule : line_adapter
--- ./run.sh ---
#!/bin/bash
# OpenROAD 26Q1-2900-gdf79404cd8, Yosys 0.63+post, stock flow scripts
make -C /OpenROAD-flow-scripts/flow DESIGN_CONFIG=/design/flow/config.mk WORK_HOME=/design/flow/orfs finish
==> job_summary.md <==
## Synthesis and layout report

| Metric | Value |
|---|---|
| CTS Sinks | 2,258 |
| Crit end category | output port |
| CP most frequent cell | buf_4 |
| CTS tree | built |
| Ys Warns | 5 |
| Max Cap Viol | 0 |
| Detailed Route WL | 497,000 um |
| Row cnt | 167 |
| First drt pass iteration count | 7 |
| Design Power | 3.04 mW |
| #FFs+latches synth | 2,258 |
| Late-Pin Clk Latency | 0.91 ns |
| Worst Hold End | datapath.valid.data[4] |
| Vias in the first global route | roughly 81,000 |
| Register area | between 0.06 and 0.07 mm^2 |
| Status | finished clean |
| Gate count of the mapped netlist | 8,856 |
| Worst Skew | 0.0325 ns |
| Final WS setup | 37.47 ns |
| Placer congestion estimate | 1.07 |
| Worst slew pin tran | 1.36 ns |
| Initial antenna violation count | 49 |
| Yosys cell count | 8,856 |
| Area Growth Syn to Fin | 16.7% |
| Power per Cell Area | 24.8 mW/mm^2 |
| Die H | ~460 um |
| Internal reg-to-reg setup slack | a little under 70 ns |
| Maximum vdd ir drop | 0.0268 mV |
| Mean routed wirelength per cell | 40.1 um |
| Max Slew Vio Count | 0 |
| First-pass GRT wire length | between 600,000 and 700,000 um |
| Leakage | 46.6 nW |
| Fill cell total of the finished layout | 16,300 |
| Worst path required time | around 60 ns |
| Critical path, cell by cell | buf_8 > buf_4 > buf_4 > and3_4 > a22o_1 > a211oi_2 > xnor2_1 > nor4_1 > a21o_2 > and4_4 > buf_4 > buf_4 > nand3_1 > mux2i_1 > a31oi_1 > a21oi_1 > buf_4 > a211oi_1 > clkdlybuf4s50_1 |
| Hold Startpoint | datapath.valid.data[4] |
| R2R Path Start | control.state[1] |
| WHS | 0.461 ns |
| Area reported by Yosys stat | 0.105 mm^2 |
| WP data arrival | 23.65 ns |
| Port Buffers | 647 |
| Vias after detailed routing | 82,100 |
| Critical Path Fanout Max | around 55 |
| HP Class | reg -> reg |
| Async set or reset register ratio after synthesis | 0% |
| Detailed placement HPWL | 314,000 um |
| Slew headroom | 9.20% |
| Remaining Overflow, GRT | 0 |
| Die area | 0.212 mm^2 |
| Post_cts resized | 0 |
| Setup Crit Path Kind | in -> out |
| Gate Area | 0.0329 mm^2 |
| Log Warnings | 27 |
| Largest stage delay, worst path | 1.07 ns |
| Post-synth top flop | edfxtp_1 |
| Via/cell ratio | 6.64 |
| GRT Overall Usage | between 50% and 60% |
| Fin crit share | 51.0% |
| Synthesized area | 0.105 mm^2 |
| CTS clk-pin slew, worst paths | 0.06 ns |
| Share of cells above drive strength 1 | about an eighth |
| Post-route setup TNS | 0 ns |
| Remaining DRCs | 0 |
| # IOs | approximately 650 |
| RSZ-0062 raised after global routing | no |
| Pre-Place Util | approximately half |
| Post-CTS setup repair buffer count | 0 |
| Flip-flops with a built-in enable | 2,248 |
| CTS Buf Count | 233 |
| CP max stage cell | a21oi_1 |
| Register area share after synthesis | 64.5% |
| Root Driver | clkbuf_16 |
| Antenna Nets Post-Route | 0 |
| Deepest clock path buffer count | 3 |
| Final Util | 58.9% |
| Place WS | around 38 ns |
| Fin. Hold Viols | 0 |
| 1st-iter DRT viols | 7,901 |
| Crit path launch type | primary input |
| Core area | 0.208 mm^2 |
| Cts hold-fix bufs | 0 |
| Final-report setup violation count | 0 |
| Distinct lib cells | 105 |
| H-Tree Depth | 4 |
| Horiz. Die Dim | roughly 460 um |
| Period minus WS final | 38.93 ns |
| Avg Inst Size Synth | between 10 and 15 um^2 |
| FMAX | 0.0257 GHz |
| Largest net degree at the start of global routing | 98 |
| Reg-to-Reg End | datapath.DM_cache.data[5][33] |
| Hold Path Stages | 2 |
| Reg2reg path depth | 14 |
==> logic make-up (layout without fill, tap and decap cells) <==
| family | after synthesis | in the layout | share of synthesized area [%] |
|---|---|---|---|
| AOI/OAI and AO/OA | 1631 | 1631 | 11.6 |
| buffers and inverters | 1130 | 1805 | 4.45 |
| other | 0 | 55 | 0 |
| and+or+nand+nor | 3240 | 3240 | 13.0 |
| DFF | 2258 | 2258 | 64.5 |
| muxes | 590 | 590 | 6.47 |
| xor gates and xnor gates | 7 | 7 | 0.0584 |
==> power breakdown <==
group | switching, mW | total (mW) | leakage, nW | internal (mW)
logic | 0.353 | 0.503 | 19.5 | 0.150
clock network | 0.491 | 1.09 | 3.47 | 0.599
registers | 0.0160 | 1.45 | 23.6 | 1.43
==> state kept, by name, indices dropped and copies added, names as in the netlist <==
signal and count:
control.state 2, datapath.dirty.data 8, datapath.DM_cache.data 2048, datapath.valid.data 8
datapath.tag.data 192
==> routing by layer <==
metal | track usage [%] | vias to the layer above | wire, um
li1 | - | 33600 | -
met1 | 58.7 | 39600 | 146000
met2 | 66.8 | 7128 | 208000
met3 | 38.4 | 1704 | 92200
met4 | 36.8 | 78 | 48000
met5 | 8.79 | - | 2610
==> placed cells by master (no fill, tap or decap), types with 236 or more instances in the layout <==
master and n:
inv_1 280, edfxtp_1 2248, nor2_1 2367, a221oi_1 253, mux2i_1 331, buf_4 417, clkdlybuf4s50_1 641, a21oi_1 294
clkbuf_16 236, a22oi_1 254, nand2_1 308
==> synth_stat cells, drive strengths merged (19+ instances only) <==
| master | n | area (um^2) |
|---|---|---|
| mux4 | 47 | 1060 |
| o21ai | 232 | 1160 |
| a21oi | 305 | 1570 |
| nand4 | 27 | 190 |
| a221o | 60 | 601 |
| a221oi | 262 | 2350 |
| nor3 | 62 | 320 |
| nand2b | 19 | 119 |
| buf | 272 | 1450 |
| and2 | 21 | 131 |
| o31a | 36 | 315 |
| mux2 | 199 | 2240 |
| nand2 | 313 | 1180 |
| mux2i | 344 | 3490 |
| or2 | 20 | 125 |
| a222oi | 26 | 260 |
| nor2b | 21 | 131 |
| nor2 | 2380 | 8950 |
| o22ai | 48 | 300 |
| and3 | 213 | 1330 |
| a22o | 67 | 587 |
| a31oi | 40 | 272 |
| nor4 | 25 | 156 |
| nand3 | 103 | 678 |
| edfxtp | 2248 | 67500 |
| a22oi | 254 | 1910 |
| clkbuf | 567 | 2130 |
| inv | 286 | 1070 |
| a2111oi | 20 | 234 |
| o211ai | 20 | 150 |
| o221ai | 73 | 802 |
| a211oi | 62 | 521 |
==> final cells by class <==
class	instances	area share, %
timing repair buffer	1083	8.17
tap	2788	2.85
antenna	55	0.112
clock inverter	125	0.777
inverter	291	0.904
clock buffer	306	5.04
sequential	2258	55.3
multi-input combinational	5468	26.9
==> worst max-delay path, delay by kind of cell <==
family / cells / cell delay, ns
AOI/OAI and AO/OA: 6 / 1.80
xor gates and xnor gates: 1 / 0.20
buffers and inverters: 7 / 3.58
muxes: 1 / 0.55
and+or+nand+nor: 4 / 2.03
==> stage by stage <==
stage	area, um^2	cells
after floorplan	105000	8856
after global placement	115000	11900
after detailed placement	115000	11900
after CTS	122000	12300
after global routing	122000	12300
final	122000	12400
==> worst max path at each step <==
| stage | start | endpoint | slack [ns] | cells past startpoint |
|---|---|---|---|---|
| after CTS | mem_address[7] | mem_rdata_cpu[0] | 37.81 | 19 |
| after global routing | mem_address[7] | mem_rdata_cpu[1] | 37.54 | 19 |
| final | mem_address[7] | mem_rdata_cpu[1] | 37.47 | 19 |
Power figures rest on the tool's default switching activity, not on a simulated workload.
