$ cat config.mk
export PLATFORM = sky130hd
export DESIGN_NAME = cacheline_adapter
export DESIGN_NICKNAME = cacheline_adapter
export VERILOG_FILES = /design/flow/design.v
export SDC_FILE = /design/flow/constraint.sdc
export NUM_CORES = 4
export LEC_CHECK = 1
export CORE_AREA = 10 10 305 305
export DIE_AREA = 0 0 315 315
$ cat constraint.sdc
current_design cacheline_adapter

set clk_period 15.5
set clk_io_pct 0.2

create_clock -name clk0 -period $clk_period [get_ports {clk}]

set non_clock_inputs [all_inputs -no_clocks]
set_input_delay [expr $clk_period * $clk_io_pct] -clock clk0 $non_clock_inputs
set_output_delay [expr $clk_period * $clk_io_pct] -clock clk0 [all_outputs]
$ cat design.v
interface rvfi_itf(input clk, input rst);
    logic halt;
    logic commit;
    logic [63:0] order;
    logic [31:0] inst;
    logic trap;
    logic [4:0] rs1_addr;
    logic [4:0] rs2_addr;
    logic [31:0] rs1_rdata;
    logic [31:0] rs2_rdata;
    logic load_regfile;
    logic [4:0] rd_addr;
    logic [31:0] rd_wdata;
    logic [31:0] pc_rdata;
    logic [31:0] pc_wdata;
    logic [31:0] mem_addr;
    logic [3:0] mem_rmask;
    logic [3:0] mem_wmask;
    logic [31:0] mem_rdata;
    logic [31:0] mem_wdata;
    logic [15:0] errcode;
endinterface
package pcmux;
typedef enum bit [1:0] {
    pc_plus4  = 2'b00
    ,alu_out  = 2'b01
    ,alu_mod2 = 2'b10
} pcmux_sel_t;
endpackage
package marmux;
typedef enum bit {
    pc_out = 1'b0
    ,alu_out = 1'b1
} marmux_sel_t;
endpackage
package cmpmux;
typedef enum bit {
    rs2_out = 1'b0
    ,i_imm = 1'b1
} cmpmux_sel_t;
endpackage
package alumux;
typedef enum bit {
    rs1_out = 1'b0
    ,pc_out = 1'b1
} alumux1_sel_t;
typedef enum bit [2:0] {
    i_imm    = 3'b000
    ,u_imm   = 3'b001
    ,b_imm   = 3'b010
    ,s_imm   = 3'b011
    ,j_imm   = 3'b100
    ,rs2_out = 3'b101
    ,b_imm_sl2 = 3'b110
} alumux2_sel_t;
endpackage
package regfilemux;
typedef enum bit [3:0] {
    alu_out   = 4'b0000
    ,br_en    = 4'b0001
    ,u_imm    = 4'b0010
    ,lw       = 4'b0011
    ,pc_plus4 = 4'b0100
    ,lb        = 4'b0101
    ,lbu       = 4'b0110   
    ,lh        = 4'b0111
    ,lhu       = 4'b1000   
} regfilemux_sel_t;
endpackage
module cacheline_adapter
(
    input clk,
    input reset_n,
    input logic [255:0] line_i,
    output logic [255:0] line_o,
    input logic [31:0] address_i,
    input read_i,
    input write_i,
    output logic resp_o,
    input logic [63:0] burst_i,
    output logic [63:0] burst_o,
    output logic [31:0] address_o,
    output logic read_o,
    output logic write_o,
    input resp_i
);
    typedef enum bit [2:0] {IDLE, WAITR, WAITW, R, W, DONE} macro_t;
    struct packed {
        macro_t macro;
        logic [1:0] count;
    } state;
    localparam logic [1:0] maxcount = 2'b11;
    logic [255:0] linebuf;
    logic [31:0] addressbuf;
    assign line_o = linebuf;
    assign address_o = addressbuf;
    assign burst_o = linebuf[64 * state.count +: 64];
    assign read_o = ((state.macro == WAITR) || (state.macro == R));
    assign write_o = ((state.macro == WAITW) || (state.macro == W));
    assign resp_o = state.macro == DONE;
    enum bit [1:0] {READ_OP, WRITE_OP, NO_OP} op;
    assign op = read_i ? READ_OP : write_i ? WRITE_OP : NO_OP;
    always_ff @(posedge clk) begin
        if (~reset_n) begin
            state.macro <= IDLE;
        end
        else begin
            case (state.macro)
            IDLE: begin
                case (op)
                    NO_OP: ;
                    WRITE_OP: begin
                        state.macro <= WAITW;
                        linebuf <= line_i;
                        addressbuf <= address_i;
                        state.count <= 2'b00;
                    end
                    READ_OP: begin
                        state.macro <= WAITR;
                        addressbuf <= address_i;
                    end
                endcase
            end
            WAITR: begin
                if (resp_i) begin
                    state.macro <= R;
                    state.count <= 2'b01;
                    linebuf[63:0] <= burst_i;
                end
            end
            WAITW: begin
                if (resp_i) begin
                    state.macro <= W;
                    state.count <= 2'b01;
                end
            end
            R: begin
                if (state.count == maxcount) begin
                    state.macro <= DONE;
                end
                linebuf[64*state.count +: 64] <= burst_i;
                state.count <= state.count + 2'b01;
            end
            W: begin
                if (state.count == maxcount) begin
                    state.macro <= DONE;
                end
                state.count <= state.count + 2'b01;
            end
            DONE: begin
                state.macro <= IDLE;
            end
            endcase
        end
    end
endmodule : cacheline_adapter
$ cat run.sh
#!/bin/bash
# OpenROAD 26Q1-2900-gdf79404cd8, Yosys 0.63+post, stock flow scripts
make -C /OpenROAD-flow-scripts/flow DESIGN_CONFIG=/design/flow/config.mk WORK_HOME=/design/flow/orfs finish
==> GITHUB_STEP_SUMMARY <==
### Flow metrics

| Metric | Value |
|---|---|
| DP HPWL | 62,000 um |
| CTS tree | yes |
| Yosys Instances | 1,506 |
| Final hold slack | 0.654 ns |
| Start of the worst register-to-register path | state[4] |
| Top area cell types | edfxtp_1 54%, mux4_2 9.0%, nor2b_1 7.7% |
| Hold-fix buffers at CTS | 0 |
| Crit-path most repeated cell | buf_4 |
| Worst slew pin tran | 0.797 ns |
| Routed wl met3 | 9470 um |
| Adder share | 0.00390 |
| Area Growth Syn to Fin | 59.4% |
| Dpl cells | 3,274 |
| R2r worst-path depth | 8 |
| WL final | 83,200 um |
| Site Rows | 108 |
| Final setup fails | 0 |
| CP Max Fanout | 29 |
| Hold Vio Cnt, Final | 0 |
| Syn Inst Count | 1,506 |
| CP max stage delay | 0.62 ns |
| Area leader share | 0.543 |
| Core area | 86,600 sq um |
| RSZ-0062 raised after global routing | false |
| Final Cycle Share | 0.400 |
| CTS clk-pin slew, worst paths | 0.05 ns |
| Total track usage | 0.165 |
| Final Slew Violations | 0 |
| Worst endpoint required time | 12.40 ns |
| Postcts setup bufs | 0 |
| Clock skew | 0.0227 ns |
| Final Critical Period | 6.20 ns |
| Fin cells | 3,347 |
| Die ar. | 99,200 sq um |
| Largest combinational cell category by area | AND-OR/OR-AND gates |
| CP endpoint kind | output pin |
| Crit path launch type | register |
| Synth cell types | 37 |
| IO Port Bufs | 711 |
| H-tree levels | 2 |
| Post-route ant nets | 0 |
| Reg2reg end | linebuf[228] |
| And-or/or-and share of the synthesized area | 0.162 |
| Vias in the first global route | 16,000 |
| Cell leakage power | 8.85 nW |
| First-pass iteration count of the detailed router | 5 |
| Metal-1 WL | 30,700 um |
| Place WS | 9.65 ns |
| CP max stage cell | mux4_2 |
| R2r setup slk | 10.66 ns |
| Sequential area share after synthesis | 0.546 |
| Post-synth top area cell | edfxtp_1 |
| Setup TNS | 0 ns |
| Buf/Inv on CP | 3 |
| Top Family by Delay on Critical Path | buffers and inverters |
| Clock latency at the later pin of the worst-skew pair | 0.56 ns |
| Initial antenna violation count | 12 |
| Fmax | 161 MHz |
| RD Place Congestion | 0.957 |
| Hold crit path type | reg2reg |
| Core utilization before placement | 0.185 |
| Tool warnings | 32 |
| Yosys Warn Count | 1 |
| Synth Cell Area | 16,100 sq um |
| Yosys stat chip area | 16,100 sq um |
| Initial DRC count | 1,131 |
| Die Wd | 315 um |
| PostCTS Resize Cnt | 0 |
| First-pass GRT wire length | 117,000 um |
| Syn_area_per_cell | 10.7 sq um |
| CTS buffer count | 38 |
| Multiplexer share | 0.0917 |
| Wire length on met2 | 40,700 um |
| Number of synthesized register bits | 293 |
| Post-synth EDFFs | 290 |
| XOR/XNOR Area Share | 0.000546 |
| Cell-by-cell trace of the critical path | buf_4 > buf_4 > mux4_2 > clkdlybuf4s50_1 |
| Die height | 315 um |
| Max IR drop VDD | 0.0000843 V |
| Startpoint of the worst hold path | linebuf[5] |
| Clock tree buffer depth | 3 |
| DRC | 0 |
| CTS Sinks | 293 |
| Largest net degree at the start of global routing | 108 |
| Vias post-DR | 15,300 |
| Hold Path Depth | 2 |
| Setup ws final | 9.30 ns |
| Hold Crit Endpoint | linebuf[5] |
| Top Ports | 712 |
| Number of max-cap violations | 0 |
| Pwr per Cell Area | 135 nW/um^2 |
| Routed WL per cell | 24.9 um |
| Crit path DAT | 3.10 ns |
| Total power | 3.46 mW |
| Status | completed |
| Simple-Gate Area Share | 0.160 |
| Synth async-reset ratio | 0 |
| Root Driver | clkbuf_16 |
| Top sig layer | met5 |
| Routed vias/inst | 4.56 |
| Layout cell share with drive strength beyond 1 | 0.0726 |
| Crit path kind | reg2out |
| Main flop type | edfxtp_1 |
| Rel. slew slack | 0.468 |
| Total gr overflow | 0 |
power breakdown:
group,total (mW),internal [mW],leakage [nW],switching [mW]
Sequential,1.19,1.06,2.68,0.128
Combinational,1.41,0.679,5.60,0.731
Clock,0.857,0.501,0.564,0.357
Total,3.46,2.24,8.85,1.22
state kept, by name, summed over array words and instances (netlist names):
register,flops
linebuf,256
addressbuf,32
state,5
layout make-up:
| type | count | area, sq um |
|---|---|---|
| multi-input cells | 1080 | 6820 |
| inverters | 5 | 20.0 |
| repair buffers | 741 | 7350 |
| clock buffers | 57 | 1090 |
| well taps | 1155 | 1450 |
| fillers | 8890 | 61000 |
| flip-flops and latches | 293 | 8770 |
| diodes | 3 | 7.51 |
| clock inverters | 13 | 87.6 |
per-stage QoR:
step,util,area [sq um]
after detailed placement,0.282,24400
after global placement,0.282,24400
after floorplan,-,16100
after CTS,0.295,25600
after global routing,0.295,25600
final,0.295,25600
synthesized netlist by cell type, drive strengths merged (2+ instances only):
| library cell | instances |
|---|---|
| o21ai | 194 |
| buf | 53 |
| nand2 | 201 |
| inv | 5 |
| o311ai | 2 |
| ha | 5 |
| nand2b | 2 |
| nor2b | 198 |
| a21oi | 194 |
| clkbuf | 75 |
| edfxtp | 290 |
| dfxtp | 3 |
| mux4 | 64 |
| and3 | 2 |
| mux2i | 2 |
| nor2 | 134 |
| nor3 | 4 |
| o31ai | 3 |
| a221oi | 64 |
cells in the final DEF, fill, tap and decap left out, types with 14 or more instances in the layout:
| cell type | instances |
|---|---|
| nor2b_1 | 197 |
| clkdlybuf4s50_1 | 711 |
| o21ai_0 | 180 |
| edfxtp_1 | 290 |
| nand2_1 | 199 |
| clkbuf_16 | 41 |
| clkbuf_1 | 16 |
| a221oi_1 | 64 |
| o21ai_1 | 14 |
| mux4_2 | 64 |
| nor2_1 | 134 |
| buf_4 | 29 |
| a21oi_1 | 192 |
tightest hold or removal path, stage by stage, from the launching register on:
cell and delay [ns]:
edfxtp_1 0.37, a221oi_1 0.09, nor2_1 0.08
logic make-up after synthesis:
group	Yosys count
mux	67
fa+ha+maj	5
flops	293
buf+inv	133
simple gates	544
xor+xnor	1
compound gates	463
worst max-delay path by stage:
stage / startpoint / to / cells after the start
6_report: state[0] / burst_o[48] / 4
4_1_cts: state[0] / burst_o[48] / 4
5_1_grt: state[0] / burst_o[48] / 4
routing by layer:
metal  vias to the layer above  global-route usage
met5                         -                   0
met4                        18              0.0395
met3                       120              0.0701
met2                       845               0.271
met1                      7435               0.199
li1                       6853                   -
Power figures rest on the tool's default switching activity, not on a simulated workload.
